--- ./config.mk ---
export PLATFORM = sky130hd
export DESIGN_NAME = emulated_uart
export DESIGN_NICKNAME = emulated_uart
export VERILOG_FILES = /design/flow/design.v
export SDC_FILE = /design/flow/constraint.sdc
export NUM_CORES = 4
export LEC_CHECK = 1
export CORE_UTILIZATION = 30
--- ./constraint.sdc ---
current_design emulated_uart

set clk_period 1.9
set clk_io_pct 0.2

create_clock -name clk0 -period $clk_period [get_ports {clk}]

set non_clock_inputs [all_inputs -no_clocks]
set_input_delay [expr $clk_period * $clk_io_pct] -clock clk0 $non_clock_inputs
set_output_delay [expr $clk_period * $clk_io_pct] -clock clk0 [all_outputs]
--- ./design.v ---
module emulated_uart(clk, epp_din, epp_dout, epp_astrb, epp_dstrb, epp_rnw, epp_wait, byte_out,
			     byte_in, get, put, rts, rtr, get_ack, put_ack );
input            clk;
input      [7:0] epp_din;
output reg [7:0] epp_dout;
input            epp_astrb;
input            epp_dstrb;
input            epp_rnw;
output reg       epp_wait;
output reg [7:0] byte_out;
input      [7:0] byte_in;
input            get;
input            put;
output reg       get_ack;
output reg       put_ack;
reg [1:0]        addr;
output reg       rts;
output reg       rtr;
reg [7:0]        byte2pc;
initial
 begin
  epp_wait = 1;		 
  rts = 0;		 
  rtr = 1;		 
  get_ack = 0;
  put_ack = 0;
 end
always @(posedge clk)
 begin
  if((epp_wait == 1) & (epp_astrb == 1) & (epp_dstrb == 1)) epp_wait <= 0;  
  else if((epp_astrb == 0) & (epp_rnw == 0))  
   begin
    addr <= epp_din;
    epp_wait <= 1;
   end
  else if((epp_dstrb == 0) & (epp_rnw == 0))  
   begin
    byte_out <= epp_din;
    rtr <= 0;
    epp_wait <= 1;
   end
  else if((epp_dstrb == 0) & (epp_rnw == 1))  
   begin
    case(addr)
     0 : epp_dout <= rtr;  
     2 : epp_dout <= rts;  
     3 : begin
          epp_dout <= byte2pc;  
          rts <= 0;
         end
    endcase
    epp_wait <= 1;
   end
  else
   begin
    if((get == 1) & (get_ack == 0))
     begin
      get_ack <= 1;
      rtr <= 1;
     end
    else if((get == 0) & (get_ack == 1))
     get_ack <= 0;
    if((put == 1) & (put_ack == 0))
     begin
      byte2pc <= byte_in;
      put_ack <= 1;
      rts <= 1;
     end
    else if((put == 0) & (put_ack == 1))
     put_ack <= 0;          
   end
 end       
endmodule
--- ./run.sh ---
#!/bin/bash
# OpenROAD 26Q1-2900-gdf79404cd8, Yosys 0.63+post, stock flow scripts
make -C /OpenROAD-flow-scripts/flow DESIGN_CONFIG=/design/flow/config.mk WORK_HOME=/design/flow/orfs finish
==> reports/results.txt <==
Hold WC Path Type: register to register
Crit path time final: 1.51 ns
Antenna Nets Post-Route: 0
Hold EP: epp_dout[4]$_DFFE_PP_
Critical path capture point type: register
Worst clock skew: 0.00698 ns
DR WL/cell: 10.3 um
Yosys xor share: 0%
Setup WS post-layout: 0.392 ns
Logic area: 206 sq um
Starting Density: 31.4%
Top cell area share: 78.4%
Slew Limit Fails: 0
Synth mux share: 0.871%
CTS tree: built
CP startpoint kind: input pin
Setup-failing EPs final: 0
DR vias/cell: 4.05
Clock Path Buffers: 2
And+or+nand+nor area frac: 9.80%
Worst-path clk slew: 0.06 ns
Synth Area in Compound Gates: 5.12%
Total power: 1.38 mW
Dominant comb cell: simple AND/OR/NAND/NOR gates
IO Count: 43
Largest fanout on the critical path: 8
Worst EP required: 1.88 ns
Worst Tran Pin Value: 0.418 ns
Critical Setup Path Class: input pin to register
Adder share: 2.18%
Beginning of the worst hold path: byte2pc[4]$_DFFE_PP_
Comb power frac: 8.7%
Reg-to-reg endpoint: byte2pc[4]$_DFFE_PP_
Max-Cap Viols: 0
Via Count: 660
Detailed Route Iter0 Violations: 20
Vias in the first global route: 601
Sequential cell area: 921 sq um
Mapped Area: 1150 sq um
Hold Fails Final Rpt: 0
Status: complete, no violations
RSZ-0062 raised after global routing: false
DIE HEIGHT: 63.9 um
DP Worst Slack: 0.118 ns
Clk pwr share: 33.7%
Post-CTS Hold Fix Bufs: 0
Leakage Power: 0.627 nW
Pre-antenna DRT Iters: 4
Peak supply drop: 0.458 mV
PostCTS Resize Cnt: 0
Seq pwr share: 57.6%
Register share after synthesis: 80.2%
Core Rows: 22
Cell count listed in synth_stat.txt: 64
Post-DP HPWL: 1.32 mm
Antenna Cells: 0
Log Warnings: 25
Fmax: 0.663 GHz
Root buf cell: clkbuf_8
Final worst path period share: 79.4%
Int Power: 1.12 mW
Startpoint of the worst register-to-register path: put_ack$_SDFFCE_PN1P_
TNS Setup: 0 ns
Mean Syn Cell Area: 17.9 sq um
DRC: 0
Switch Pwr: 0.255 mW
Design Area, Final: 1720 sq um
Synth warn: 1
Library cells used by synthesis: 20
DP Area: 1640 sq um
YS chip area: 1150 sq um
CTS Buf Count: 5
Clock latency on the worst-skew pair: 0.28 ns
Wire length of the first global-routing pass: 2.71 mm
Worst slew margin: 72.0%
Number of port buffers: 42
Horiz. Die Dim: 63.9 um
Routability cong.: 0.767
Core area: 3660 sq um
Initial antenna violation count: 0
Total gr overflow: 0
R2r worst-path depth: 5
Layout cells sized above 1: 14.8%
Area growth syn-to-layout: 50.0%
PD cells: 798 nW/um^2
Top cells by area: edfxtp_1 (78%), and3_1 (3.8%), ha_1 (2.2%)
Yosys reg bits: 31
Die area: 4080 sq um
Critical Path AT: 1.49 ns
Fillers: 311
GRT Resource Usage Total: 9.43%
Syn Inst Count: 64
Largest net degree at the start of global routing: 12
Flop2flop setup slack: 0.64 ns
Sw Share: 18.5%
# H-tree levels: 2
Clock sink count: 31
Yosys top cell by area: edfxtp_1
Hold path cells: 1
Final WL: 1.68 mm
Post-CTS Setup Repair Bufs: 0
per-layer routing:
layer	wire [um]	global-route usage (%)	up-vias
met4	37	1.70	0
met2	762	13.7	27
li1	-	-	340
met1	717	13.7	288
met3	157	4.71	5
met5	0	0	-
Yosys cell counts (all sizes together):
master and n:
a21bo 1, a21oi 2, and3 7, buf 2
dfxtp 1, edfxtp 30, ha 2, inv 3
mux2i 1, nand2 1, nand2b 1, nor2 3
nor2b 1, nor3 2, nor3b 1, o21ai 3
o21bai 1, o22ai 1, or2 1
through the flow:
| step | utilization, % | instances | hold slack (ns) |
|---|---|---|---|
| floorplan | - | 64 | 0.456 |
| global placement | 44.8 | 155 | 0.525 |
| detailed placement | 44.8 | 155 | 0.527 |
| CTS | 47.1 | 163 | 0.537 |
| global route | 47.1 | 163 | 0.548 |
| finish | 47.1 | 163 | 0.536 |
layout make-up:
cell class / instances / share of cell area, %
sequential: 31 / 53.4
timing repair buffer: 45 / 25.7
multi-input combinational: 28 / 12.0
clock buffer: 7 / 4.43
tap: 48 / 3.49
inverter: 3 / 0.654
clock inverter: 1 / 0.290
flip-flops by register name, indices dropped and copies added, names as in the netlist:
signal and count:
byte2pc 8, byte_out 8, epp_dout 8, addr 2, epp_wait 1, get_ack 1, put_ack 1, rtr 1
rts 1
how the worst max path moves through the flow:
stage	endpoint	cells past startpoint	slack (ns)	startpoint
final	byte2pc[4]$_DFFE_PP_	4	0.39	epp_dstrb
after global routing	byte2pc[6]$_DFFE_PP_	4	0.33	epp_dstrb
after CTS	rtr	1	0.38	rtr$_SDFFCE_PP0P_
critical path, stage by stage:
cell and delay (ns):
clkdlybuf4s50_1 0.54, a21bo_2 0.30, nor2_1 0.11, buf_4 0.16
power groups by stage:
| stage | registers, mW | clock network [mW] | logic (mW) |
|---|---|---|---|
| global route | 0.795 | 0.514 | 0.131 |
| finish | 0.792 | 0.463 | 0.120 |
| CTS | 0.793 | 0.479 | 0.122 |
placed cells by master, fill, tap and decap left out, types with 2 or more instances in the layout:
cell type        count
buf_4                3
clkbuf_1             2
and3_1               7
nor2_1               3
a21oi_1              2
nor3_2               2
edfxtp_1            30
ha_1                 2
inv_1                3
clkdlybuf4s50_1     42
o21ai_0              2
clkbuf_8             5
cell families after synthesis:
group / after synthesis
flops: 31
simple gates: 17
compound gates: 8
buf+inv: 5
fa+ha+maj: 2
mux: 1
Power figures rest on the tool's default switching activity, not on a simulated workload.
