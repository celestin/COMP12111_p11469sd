### design/flow/design.v
module key_scan(clk, KeyCol, KeyRow, key_row1, key_row2, key_row3, key_row4);
input        clk;
output [5:0] KeyRow;				 
input  [0:5] KeyCol;				 
output [7:0] key_row1, key_row2, key_row3, key_row4;	 
reg   [5:0] KeyRow;
reg  [35:0] KK;					 
wire  [7:0] key_row1, key_row2, key_row3, key_row4;  
always @ (posedge clk)				 
  begin
  case (KeyRow)
    6'b000001 : begin  KeyRow <= 6'b000010;  KK[35:30] <= KeyCol;  end
    6'b000010 : begin  KeyRow <= 6'b000100;  KK[29:24] <= KeyCol;  end
    6'b000100 : begin  KeyRow <= 6'b001000;  KK[23:18] <= KeyCol;  end
    6'b001000 : begin  KeyRow <= 6'b010000;  KK[17:12] <= KeyCol;  end
    6'b010000 : begin  KeyRow <= 6'b100000;  KK[11:6]  <= KeyCol;  end
    6'b100000 : begin  KeyRow <= 6'b000001;  KK[5:0]   <= KeyCol;  end
    default   :        KeyRow <= 6'b000001;	 
  endcase
  end
assign key_row1 = {KK[30], KK[24], KK[18], KK[12], KK[ 6], KK[ 0], KK[31], KK[25]};
assign key_row2 = {KK[19], KK[13], KK[ 7], KK[ 1], KK[32], KK[26], KK[20], KK[14]};
assign key_row3 = {KK[ 8], KK[ 2], KK[33], KK[27], KK[21], KK[15], KK[ 9], KK[ 3]};
assign key_row4 = {KK[34], KK[28], KK[22], KK[16], KK[10], KK[ 4], KK[35], KK[29]};
endmodule
### design/flow/run.sh
#!/bin/bash
# OpenROAD 26Q1-2900-gdf79404cd8, Yosys 0.63+post, stock flow scripts
make -C /OpenROAD-flow-scripts/flow DESIGN_CONFIG=/design/flow/config.mk WORK_HOME=/design/flow/orfs finish
### design/flow/config.mk
export PLATFORM = sky130hd
export DESIGN_NAME = key_scan
export DESIGN_NICKNAME = key_scan
export VERILOG_FILES = /design/flow/design.v
export SDC_FILE = /design/flow/constraint.sdc
export NUM_CORES = 4
export LEC_CHECK = 1
export CORE_AREA = 10 10 108 108
export DIE_AREA = 0 0 118 118
### design/flow/constraint.sdc
current_design key_scan

set clk_period 2.0
set clk_io_pct 0.2

create_clock -name clk0 -period $clk_period [get_ports {clk}]

set non_clock_inputs [all_inputs -no_clocks]
set_input_delay [expr $clk_period * $clk_io_pct] -clock clk0 $non_clock_inputs
set_output_delay [expr $clk_period * $clk_io_pct] -clock clk0 [all_outputs]
==> results_slide.txt <==
Flow Results at a Glance

Status
  – Run status: finished, final reports clean

Final timing
  – RSZ-0062 raised after global routing: no
  – Final setup fails: 0
  – Clock skew: 0.000993 ns
  – Final max-slew violation count: 0
  – Max-slew headroom: 77.2%
  – Final Hold Viols: 0
  – Worst Max-Slew Pin Slew: 0.341 ns
  – Cycle use final: 87.9%
  – Setup TNS: 0 ns
  – Max frequency: 0.569 GHz
  – Period minus WS final: 1.76 ns
  – Fin Hold WS: 0.584 ns

Routing
  – WL final: 3230 um
  – Vias/cell: 2.93
  – Number of diodes: 0
  – DR WL/cell: 13.3 um
  – Remaining antenna violation count: 0
  – Post-route DRC: 0
  – DRT iter0 DRCs: 51
  – DRT Pass-1 Iters: 2
  – Via count: 713

Clock tree
  – H-tree depth: 2
  – Hold buffers post-CTS: 0
  – Root buf cell: clkbuf_8
  – Clk latency late pin: around 0.28 ns
  – CTS Buffer Depth: 2
  – Clock Sinks: 38
  – CTS resizes: 0
  – Clock Pin Slew Worst Setup and Hold Paths: 0.07 ns
  – CTS tree: yes
  – Setup bufs post-CTS: 0
  – Inserted Clock Buffers: 5

Worst setup path
  – FF-to-FF path depth: 3
  – Worst EP required: 1.60 ns
  – FF-to-FF setup slack: 0.34 ns
  – Critical path class: reg2out
  – Crit-path max cell delay: 0.55 ns
  – Worst-path cell chain: clkdlybuf4s50_1
  – Maximum fanout along the worst path: 8
  – Buf/Inv on CP: 1
  – Reg-to-Reg Start: KeyRow[2]
  – Largest delay share family, worst path: buffers and inverters
  – Critical R2R Capture: KK[2]
  – Worst EP arrival: between 1 and 1.5 ns
  – Critical-path top delay cell: clkdlybuf4s50_1
  – Setup crit end kind: output port
  – Nature of the critical path startpoint: flip-flop

Logic synthesis
  – Top cell area share: 77.5%
  – Avg Inst Size Synth: 22.1 um2
  – Sequential cell area fraction in the yosys report: just under 90%
  – Post-synthesis instance total: 56
  – Mapped Area: 0.00124 mm2
  – Yosys cell types: 9
  – Top cells, area: edfxtp_1 (77%), dfxtp_1 (9.7%), nor3b_1 (4.8%)
  – # Cells Yosys: 56
  – Yosys warning total: 1
  – Cell type with the largest total area: edfxtp_1
  – Seq cells post-synth: 38
  – YS chip area: 0.00124 mm2

Global route
  – Gr busiest metal: met2
  – GR Util All Layers: 4.58%
  – Antenna violations before repair: 0
  – Largest net degree at the start of global routing: 14
  – First-pass GRT wire length: 4800 um
  – Met2 GRT Util: between 6 and 7%
  – Met1 usage: 5.71%
  – Grt total ovfl: 0
  – Number of global-route vias before repair: 751
  – Routing usage on met3: under 10%

Finish
  – Fin util: a little over a fifth
  – Design area: 0.00202 mm2
  – Final non-filler cell total: 243
  – Share of cells above drive strength 1: 18.4%
  – Area Overhead vs Synth: 63.3%

Die
  – Die width: about 120 um
  – Die area: approximately 0.014 mm2
  – IO Pins: 45
  – FP Util: 13.4%
  – # rows: 35
  – CORE AREA: between 0.009 and 0.01 mm2
  – Die Y: 118 um

Pwr
  – Leakage: 0.675 nW
  – Pwr dens: approximately 810 mW/mm2
  – VDD IR max: 246 uV

Hold path
  – HP Class: reg2reg
  – Hold wc startpoint: KeyRow[5]
  – Hold Path Sink: KeyRow[5]
  – Hold Path Depth: 1

Placed design
  – Routability cong.: between 0.6 and 0.7
  – Placed cell areas: 0.00189 mm2
  – Dpl cells: 235
  – I/O Buffers: 44

Flow run
  – Count of tool warnings: 25
  – Max-cap viol count: 0
-- logic make-up (layout without fill, tap and decap cells) --
logic type	after synthesis	count (layout)	share of synthesized area, %
DFF	38	38	87.2
and+or+nand+nor	17	17	12.1
xor gates and xnor gates	1	1	0.706
buffers and inverters	0	58	0
-- state kept, by name (all words and copies together) (netlist names) --
signal  cells
KeyRow      6
KK         32
-- power breakdown --
group / switching [mW] / leakage (nW) / internal, mW / total (mW)
registers: 0 / 0.336 / 0.856 / 0.856
logic: 0.0101 / 0.271 / 0.0104 / 0.0205
clock network: 0.270 / 0.0683 / 0.500 / 0.770
-- cell type report --
class	count	area [um2]
flip-flops and latches	38	1080
clock buffers	5	68.8
fillers	994	7260
multi-input cells	18	159
repair buffers	50	485
well taps	129	161
clock inverters	3	68.8
-- worst max-delay path by stage --
stage              from         to  slack [ns]  cells past startpoint
CTS           KeyRow[2]  KeyRow[2]        0.23                      1
global route  KeyRow[0]  KeyRow[0]        0.13                      1
finish        KeyRow[2]  KeyRow[2]        0.24                      1
-- placed cells by master, fill, tap and decap left out, types with 2 or more instances in the layout --
master,netlist,layout
nor3b_2,3,3
clkbuf_8,0,5
edfxtp_1,32,32
clkdlybuf4s50_1,0,44
or4_4,3,3
buf_4,0,6
nor3b_1,8,8
bufinv_16,0,2
dfxtp_1,6,6
-- synth_stat cells --
master    instances
dfxtp_1           6
edfxtp_1         32
nor2_1            1
nor3b_1           8
nor3b_2           3
nor4_1            1
or4_2             1
or4_4             3
xnor2_1           1
-- through the flow --
stage	setup slack [ns]	total power, mW
2_1_floorplan	0.197	0.874
3_3_place_gp	0.327	0.895
3_5_place_dp	0.359	0.895
4_1_cts	0.227	1.67
5_1_grt	0.135	1.70
6_report	0.242	1.65
-- layer usage --
metal	part of all wire, %	routed length [um]
met1	45	1450
met5	0	0
met2	41	1340
met3	13	404
met4	0.93	30
Power is estimated from default activity; no workload was simulated.
